### design/flow/run.sh
#!/bin/bash
# OpenROAD 26Q1-2900-gdf79404cd8, Yosys 0.63+post, stock flow scripts
make -C /OpenROAD-flow-scripts/flow DESIGN_CONFIG=/design/flow/config.mk WORK_HOME=/design/flow/orfs finish
### design/flow/config.mk
export PLATFORM = sky130hd
export DESIGN_NAME = MDHT11
export DESIGN_NICKNAME = MDHT11
export VERILOG_FILES = /design/flow/design.v
export SDC_FILE = /design/flow/constraint.sdc
export NUM_CORES = 4
export LEC_CHECK = 1
export CORE_UTILIZATION = 50
### design/flow/constraint.sdc
current_design MDHT11

set clk_period 4.2
set clk_io_pct 0.2

create_clock -name clk0 -period $clk_period [get_ports {clk}]

set non_clock_inputs [all_inputs -no_clocks]
set_input_delay [expr $clk_period * $clk_io_pct] -clock clk0 $non_clock_inputs
set_output_delay [expr $clk_period * $clk_io_pct] -clock clk0 [all_outputs]
### design/flow/design.v
module MDHT11(Data, clk, rst,HumI, HumF, TempI, TempF, Par, enable);
	inout Data;
	input clk, rst, enable;
	output [7:0] HumI, HumF, TempI, TempF, Par;
	reg [39:0] DataRead;
	reg [2:0] state;
	reg dht11_temp;
	reg low_signal;
	reg high_signal;
	reg clear;
	wire rising_edge, falling_edge;
	reg [13:0] count;
	reg [6:0] Nbits;
	parameter  [2:0] idle = 3'd0, start_bit = 3'd1, responseWait = 3'd2, responseReceived = 3'd3, up_signal = 3'd4, bitCheckout = 3'd5, dataStart = 3'd6, dataReceived = 3'd7;
	assign Data = dht11_temp;
	assign rising_edge = ~high_signal & low_signal;
	assign falling_edge = ~low_signal & high_signal;
	assign HumI[7:0] = DataRead[7:0];
	assign HumF[7:0] = DataRead[15:8];
	assign TempI[7:0] = DataRead[23:16];
	assign TempF[7:0] = DataRead[31:24];
	assign Par[7:0] = DataRead[39:32];
	always @(posedge clk or negedge rst) begin
		if(!rst) begin
			high_signal <= 1'bz;
			low_signal <= 1'bz;
		end
		else begin
			high_signal <= low_signal;
			low_signal <= dht11_temp;
		end
	end
	always @(posedge clk or negedge rst) begin
		if(!rst) begin
			count = 0;
		end
		else if(clear)begin 
			count = 0;
		end
		else begin
			count = count + 1;
		end
	end
	always @(posedge clk) begin
		case(state)
			idle: begin  
				if(enable) begin  
					state <= start_bit;  
					dht11_temp <= 1'b0;
				end
				else begin
					state <= idle;
				end
			end
			start_bit: begin
				if(count < 9100) begin
					clear = 1'b0;
					dht11_temp = 1'b0;
					state <= start_bit;
				end
				else begin
					clear = 1'b1;
					state <= responseWait;
				end
			end
			responseWait: begin
				if(rising_edge) begin
					clear = 1'b0;
					state <= responseWait;
				end
				else begin
					if((count > 1000) & (count < 2000)) begin
						clear = 1'b1;
						state <= responseReceived;
					end
					else begin
						state <= responseWait; 
					end
				end
			end
			responseReceived: begin
				if(falling_edge) begin
					clear = 1'b0;
					state <= responseReceived;
				end
				else begin
					if(count > 4000) begin
						clear = 1'b1;
						state <= up_signal;
					end
					else begin
						state <= responseReceived;
					end
				end
			end
			up_signal: begin
				if(rising_edge) begin
					clear = 1'b0;
					state <= up_signal;
				end
				else begin
					if(count > 4000) begin
						clear = 1'b1;
						state <= bitCheckout;
					end
					else begin
						state <= up_signal;
					end
				end
			end
			bitCheckout: begin
				if(Nbits > 40) begin
					clear = 1'b1;
					Nbits = Nbits + 1;
					state <= dataStart;
				end
				else begin
					clear = 1'b1;
					Nbits = 0;
					state <= idle;
				end
			end
			dataStart: begin
				if(falling_edge) begin
					clear = 1'b0;
					state <= dataStart;
				end
				else begin
					if(count > 2500) begin
						clear = 1'b1;
						state <= dataReceived;
					end
					else begin
						state <= dataStart;
					end
				end
			end
			dataReceived: begin
				if(rising_edge) begin
					clear = 1'b0;
					state <= dataReceived;
				end
				else begin
					if((count >= 1300) & (count < 1400)) begin
						clear = 1'b1;
						DataRead = {1'b0,DataRead[39:1]};
						state <= bitCheckout;
					end
					if(count == 3500) begin
						clear = 1'b1;
						DataRead = {1'b1,DataRead[39:1]};
						state <= bitCheckout;
					end
					else begin
						clear = 1'b1;
						state <= bitCheckout;
					end
				end
			end
		endcase  
	end
endmodule
==> out/qor.yml <==
grt_pass1_vias: 2074
synth.avg_cell_area_sq_um: 12.7
fmax_mhz: 348
ant_nets: 0
ys_warn_count: 3
maxCapViolCount: 0
cts_max_level: 3
crit_path_start_kind: "register"
io_pins: 44
grt_overflow: 0
cts_setup_buffers: 0
first_pass_iters: 4
num-fill-cells: 525
vias: 2107
syn_to_final_growth_pct: 17.5
setup_viol: 0
slew-limit-headroom_pct: 44.4
async_flop_share_pct: 21.5
fin_crit_ns: 2.87
top_area_share_pct: 43.2
drt_iter0_drc: 70
fin_cells: 385
wl_microns: 5570
netlist_area_sq_um: 3330
ys_chip_area_sq_um: 3330
status: "finished, final reports clean"
ctsResizeCount: 0
fin_skew_ns: 0.00928
holdWs_ns: 0.513
vdd_drop_max_mv: 0.159
syn_inst: 263
ys_seq_elements: 65
synthFlopType: "edfxtp_1"
reg2reg_from: "count[0]"
gp_congestion: 0.881
path_class: "register to register"
report.final.slew_viol_count: 0
pwr-share-comb_pct: 0.4
p_int_uw: 910
dieHeight_microns: 83.6
p_leak_uw: 0.00132
fp-row-count: 29
synth-edff-count: 48
wl_per_cell_microns: 14.5
path_clk_slew_ns: 0.07
grt_max_degree: 41
clk_latency_ns: 0.33
worst_slack_ns: 1.33
p_seq_share_pct: 59.8
cts_hold_buf: 0
pwr_density_cell_nw_per_um2: 291
finalCritPeriodShare_pct: 68.4
antenna_cells: 0
antenna_found_initial: 0
top_cells_by_count: "edfxtp_1, nor2_1, mux2_4"
grt_pass1_wl_microns: 9860
cts_buffers: 9
die_w_microns: 83.6
yosys.stat.seqShare_pct: 55.6
synthTopCellsByArea: "edfxtp_1, dfrtp_1, mux2_4"
min_from: "count[0]"
rsz0062_at_grt: "false"
largest_area_cell: "edfxtp_1"
cts_buffer_depth: 2
switching_share_pct: 20.1
fp.coreArea_sq_um: 6390
synth.most_common_cell: "edfxtp_1"
final_area_sq_um: 3920
required_ns: 4.28
whs_endpoint: "count[0]"
cp_max_fo: 31
cts_tree: "done"
p_switching_uw: 230
warnings: 28
tightest_slew_ns: 0.832
cts.sinks: 65
hpwl_microns: 3720
hold_viol_final: 0
chipArea_sq_um: 7000
r2r_cells: 8
dp.cells: 369
clkPwrFrac_pct: 39.8
initial_core_util_pct: 52.2
synth.distinct_cells: 47
whs_path_depth: 1
drc: 0
end_kind: "register"
tns_ns: 0
cts_root_buf: "clkbuf_8"
io_buffers: 42
cp.arrival_ns: 2.95
r2r_slack_ns: 1.33
placed_area_sq_um: 3750
r2r-end: "DataRead[23]"
vias_per_cell: 5.47
drive_above_1_share_pct: 18.8
hold_path_class: "register to register"
place_ws_ns: 1.34
ys_cells: 263
grt.total_usage_pct: 18.3
[how the worst max path moves through the flow]
stage	startpoint	to	slack, ns	depth (start not counted)
CTS	count[0]	DataRead[26]	1.31	8
global route	count[0]	DataRead[30]	1.16	8
finish	count[0]	DataRead[23]	1.33	8
[area by class of cell]
type	count	area (sq um)	share of cell area, %
flip-flops and latches	65	1850	47.3
multi-input cells	173	1330	34.0
repair buffers	44	435	11.1
clock buffers	12	145	3.70
well taps	77	96.3	2.46
inverters	10	37.5	0.958
clock inverters	4	21.3	0.543
[worst max-delay path: stages, from the launching register on]
cell and delay, ns:
dfrtp_1 0.42, inv_1 0.07, ha_1 0.18, and4bb_1 0.19, nand2_1 0.09, or3_4 0.41
nand2_2 0.62, buf_4 0.33, mux2_4 0.31
[sequential cells by signal (all words and copies together), names as in the netlist]
register and count:
state 3, Nbits 7, DataRead 40, clear 1
count 14
[per-layer routing]
| layer | wire (microns) | vias to the layer above | part of all wire (%) | GRT usage (%) |
|---|---|---|---|---|
| met1 | 2850 | 1003 | 51 | 33.4 |
| met2 | 2380 | 53 | 43 | 25.6 |
| met4 | 95 | 0 | 1.7 | 2.77 |
| li1 | - | 1042 | - | - |
| met3 | 254 | 9 | 4.6 | 3.82 |
| met5 | 0 | - | 0 | 0 |
[kinds of logic (layout without fill, tap and decap cells)]
group / Yosys count / count (layout) / synth area share, %
AND/OR/NAND/NOR: 84 / 84 / 12.8
flip-flops: 65 / 65 / 55.6
multiplexers: 39 / 39 / 15.4
AND-OR/OR-AND: 31 / 31 / 6.34
buffers and inverters: 25 / 70 / 4.58
XOR/XNOR: 14 / 14 / 3.68
adder cells (fa/ha/maj): 4 / 4 / 1.50
other: 1 / 1 / 0.113
[stage by stage]
stage | utilization, % | power, uW
finish | 61.3 | 1140
global route | 61.3 | 1180
CTS | 61.3 | 1160
detailed placement | 58.7 | 700
global placement | 58.7 | 700
floorplan | - | 696
[power by group through the flow]
| stage | clock network [uW] | logic (uW) | registers [uW] |
|---|---|---|---|
| CTS | 471 | 4.76 | 681 |
| global route | 499 | 5.15 | 681 |
| finish | 453 | 4.44 | 682 |
[cells in the final DEF, fill, tap and decap left out, types with 2 or more instances in the layout]
master	count
edfxtp_1	48
clkdlybuf4s50_1	42
nor2_1	23
mux2_4	20
mux2_2	19
nand2_1	16
dfrtp_1	14
nand3_1	10
inv_1	10
clkbuf_8	10
xor2_1	9
nand4_1	7
o21ai_0	7
a21oi_1	6
nor3_1	6
xnor2_1	5
or3_1	4
and2_1	4
o31ai_1	4
ha_1	4
dfxtp_1	3
nand2b_1	2
a21o_1	2
nor2b_1	2
a2111oi_0	2
o2111ai_1	2
clkbuf_1	2
clkinv_2	2
buf_4	2
Power is estimated from default activity; no workload was simulated.
