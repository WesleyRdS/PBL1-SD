==> ./design.v <==
module BaudRateGenerator(clk, reset, Tick, BaudRate);
	input clk, reset;
	input [15:0] BaudRate;  
	output Tick;  
	reg [15:0] BaudRateCounter;  
	initial  begin
		BaudRateCounter <= 16'b1;  
	end
	always @(posedge clk or posedge reset) begin  
		if(reset) begin
			BaudRateCounter <= 16'b1;
		end
		else begin
			BaudRateCounter = BaudRate ? 16'b1: BaudRateCounter + 1'b1;  
		end
	end
	assign Tick = BaudRate == BaudRateCounter;  
endmodule
==> ./run.sh <==
#!/bin/bash
# OpenROAD 26Q1-2900-gdf79404cd8, Yosys 0.63+post, stock flow scripts
make -C /OpenROAD-flow-scripts/flow DESIGN_CONFIG=/design/flow/config.mk WORK_HOME=/design/flow/orfs finish
==> ./config.mk <==
export PLATFORM = sky130hd
export DESIGN_NAME = BaudRateGenerator
export DESIGN_NICKNAME = BaudRateGenerator
export VERILOG_FILES = /design/flow/design.v
export SDC_FILE = /design/flow/constraint.sdc
export NUM_CORES = 4
export LEC_CHECK = 1
export CORE_AREA = 10 10 94 94
export DIE_AREA = 0 0 104 104
==> ./constraint.sdc <==
current_design BaudRateGenerator

set clk_period 3.0
set clk_io_pct 0.2

create_clock -name clk0 -period $clk_period [get_ports {clk}]

set non_clock_inputs [all_inputs -no_clocks]
set_input_delay [expr $clk_period * $clk_io_pct] -clock clk0 $non_clock_inputs
set_output_delay [expr $clk_period * $clk_io_pct] -clock clk0 [all_outputs]
==> summary.txt <==
Implementation progress

Per STA, the library cell used most along the worst path is clkdlybuf4s50_1. Counting the warning lines in the Yosys log gives 1. The total count of hold-check failures in the final report stands at 0. The global placer's final weighted congestion stands at 0.816. The worst endpoint required time stands at 2.40 ns. The final design area excluding fillers stands at 1290 um^2. The CTS H-tree depth stands at 1. The most critical min-delay path falls under reg2reg. The total via count after detailed routing stands at 765.

In this run the tool buffered the top-level ports with 18 buffer cells. Per the post-route antenna check, the number of violating nets is 0. Per the timing report, the most critical flop-to-flop path originates at BaudRateCounter[0]. Once routing completed, OpenROAD measured the worst setup slack at 0.203 ns. Per the OpenROAD floorplan log, the height of the die is 104 um.

The starting utilization of the core area stands at 14.1%. Setup repair after global routing left no endpoint under its margin. Among all stages on the critical path, the largest delay is contributed by clkdlybuf4s50_1.

Subtracting the final worst setup slack from the clock period gives 2.80 ns. Static timing analysis puts the maximum clock frequency at 358 MHz. The die outline area stands at 10800 um^2. The DRC violation count after routing stands at 0. The ratio of cells with drive above 1 in the final layout stands at 5.13%. The placed cell area stands at 1240 um^2. Summed over all cells, the static leakage comes to 0.447 nW. The violation count after the first detailed-route iteration stands at 17. Gates resized during post-CTS repair numbered 0. After detailed routing, the average wire length per cell comes to 10.6 um.

The total global-route track usage stands at 4.06%. The report puts the hold buffer count at CTS at 0. After detailed routing, the total wire length is 2.26 mm.

The mean area per synthesized cell stands at 9.83 um^2. The register cell area after layout stands at 402 um^2. After technology mapping, the gate count stands at 98. The maximum number of pins on one net before global-route repair stands at 17. The worst hold path depth stands at 1. The first global-routing pass estimated 3.81 mm of wire.

In the final layout, the registers with the most flip-flops are BaudRateCounter: 16 flops. The detail-routed via count per cell stands at 3.59. Per STA, the worst path is made up of clkdlybuf4s50_1 > xnor2_1 > nand4_1 > nor4_1 > clkdlybuf4s50_1.

The total of flip-flops plus latches after synthesis stands at 16. Summing all multi-input logic gate instances after layout gives 526 um^2. According to the timing report, the critical path is launched from BaudRate[10]. The total grt overflow stands at 0. The CTS log lists the clock sinks for this run as 16. STA lists the startpoint of the worst hold path as BaudRateCounter[0]. The slew check shows that the tightest pin keeps a relative margin of 58.3%.

For the pin with the worst max-slew slack, the measured transition is 0.624 ns. Clock tree synthesis inserted a total of 3 buffers. Counting cells, the worst reg-to-reg path comes to 5. The worst setup path is captured at a primary output. TritonCTS built the clock tree. The run finished with clean final reports. The number of top-level pins stands at 19. The flip-flop count of the largest register after layout stands at 16. The die is 104 um wide. In this run the core area contains 30 standard-cell rows. The top cell types in the final layout, fill and taps aside, are xnor2_1 (18), clkdlybuf4s50_1 (18), dfrtp_1 (15). The share of the clock period used by the worst path after layout stands at 93.2%.

The number of distinct standard cells referenced by the synthesized netlist stands at 18. STA classifies the critical path startpoint as an input pin. Counting along the longest clock path gives a buffer depth of 2. The final count of pins violating max slew stands at 0.

The synthesized cell area stands at 963 um^2. According to the dpl log, the detail-placed design has an HPWL of 1.68 mm. For this design, Yosys synthesis ends with a cell count of 98.

The number of antenna violations at the first check in global routing stands at 0. Data on the critical path arrives at its endpoint at 2.20 ns. The number of antenna diodes in the final layout is 0. The smallest hold slack stands at 0.481 ns.

For this run, the detailed router's first-pass iteration total came to 4. In this design, the stage delay of the slowest critical-path cell is 0.52 ns. STA on the placed design reports a worst setup slack of 0.230 ns.

By startpoint and endpoint, the worst setup path is classified as in2out. The total number of warnings across the stage logs stands at 25. Looking at the VDD voltage map, the peak drop is 0.0814 mV. The number of global-route vias before repair stands at 763. Relative to the synthesized area, the layout overhead comes to 33.6%. The cell sitting at the root of the clock tree is a clkbuf_8.

The clock latency on the worst-skew pair stands at 0.25 ns. Max-cap violations in this run came to 0. In the final timing run, aggregate negative setup slack is 0 ns. The register with the most flip-flops in the final layout is BaudRateCounter. Dividing total power by cell area gives a power density of 331 nW/um^2.

Fill cells in the final layout number 768. The number of setup buffers added after CTS stands at 0. The final timing report lists clock skew as 0.00268 ns. Of all nets on the critical path, the largest fanout is 2. After floorplanning, the core was sized to cover 6830 um^2. The final report lists the setup-violating endpoint count as 0.

Post-synthesis, Yosys gives the total cell area as 963 um^2. The register area share after synthesis stands at 41.7%. The registers of the reported paths see a clock transition of 0.06 ns.
==> cell usage after synthesis <==
library cell / instances / area share [%]
nand2_1: 3 / 1.2
and2_1: 2 / 1.3
nor2_1: 14 / 5.5
and3_1: 2 / 1.3
dfrtp_1: 15 / 39
buf_6: 1 / 1.2
buf_4: 1 / 0.78
nand4_1: 11 / 7.1
buf_2: 2 / 1.0
and4_1: 4 / 3.6
xnor2_1: 18 / 16
xor2_1: 12 / 11
nor4_1: 4 / 2.6
inv_1: 2 / 0.78
nor4_2: 1 / 1.3
dfstp_2: 1 / 2.7
nand3_1: 4 / 2.1
ha_1: 1 / 1.3
==> metal layers <==
layer	up-vias	part of all wire, %	GRT usage, %
met5	-	0	0
met4	0	1.9	1.09
met3	4	3.2	0.376
met2	29	38	5.32
met1	359	57	6.71
li1	373	-	-
==> worst paths after layout <==
kind                                       endpoint  slack, ns
worst max-delay path                           Tick       0.20
worst min-delay path             BaudRateCounter[0]       0.48
worst max register to register  BaudRateCounter[12]       1.48
worst min register to register   BaudRateCounter[0]       0.48
max in group asynchronous        BaudRateCounter[7]       1.87
min in group asynchronous       BaudRateCounter[11]       0.73
==> area by class of cell <==
cell class,instances,share of cell area [%]
Multi-Input combinational cell,76,40.8
Sequential cell,16,31.2
Timing Repair Buffer,19,14.6
Tap cell,96,9.33
Clock buffer,4,3.50
Inverter,2,0.583
==> per-stage QoR <==
stage	util [%]	power [W]	std cells
6_report	18.8	0.000426	213
5_1_grt	18.8	0.000444	213
4_1_cts	18.8	0.000432	213
3_5_place_dp	18.2	0.000265	209
3_3_place_gp	18.2	0.000265	209
2_1_floorplan	-	0.000234	98
==> power breakdown <==
group	total (W)	switching [W]	internal, W
Combinational	0.0000447	0.0000169	0.0000278
Sequential	0.000216	0.000000000966	0.000216
Clock	0.000166	0.0000716	0.0000940
==> logic make-up (layout without fill, tap and decap cells) <==
group | count (synthesis) | count (layout) | share of synthesized area (%)
fa+ha+maj | 1 | 1 | 1.30
simple gates | 45 | 45 | 26.0
xor+xnor | 30 | 30 | 27.3
buf+inv | 6 | 25 | 3.77
flops | 16 | 16 | 41.7
==> worst max-delay path, delay by kind of cell <==
kind / cells / cell delay (ns)
buffers and inverters: 2 / 1.04
and+or+nand+nor: 2 / 0.42
xor gates and xnor gates: 1 / 0.13
Power and IR drop assume default switching activity.
