## run.sh

```bash
#!/bin/bash
# OpenROAD 26Q1-2900-gdf79404cd8, Yosys 0.63+post, stock flow scripts
make -C /OpenROAD-flow-scripts/flow DESIGN_CONFIG=/design/flow/config.mk WORK_HOME=/design/flow/orfs finish
```

## design.v

```verilog
module demultiplexSensor(clk, End, y);
	input clk;
	input [7:0] End;
	output reg [31:0] y;
	always @(posedge clk) begin
		case(End)
			8'b00000001: y = 32'b10000000000000000000000000000000;
			8'b00000010: y = 32'b01000000000000000000000000000000;
			8'b00000011: y = 32'b00100000000000000000000000000000;
			8'b00000100: y = 32'b00010000000000000000000000000000;
			8'b00000101: y = 32'b00001000000000000000000000000000;
			8'b00000110: y = 32'b00000100000000000000000000000000;
			8'b00000111: y = 32'b00000010000000000000000000000000;
			8'b00001000: y = 32'b00000001000000000000000000000000;
			8'b00001001: y = 32'b00000000100000000000000000000000;
			8'b00001010: y = 32'b00000000010000000000000000000000;
			8'b00001011: y = 32'b00000000001000000000000000000000;
			8'b00001100: y = 32'b00000000000100000000000000000000;
			8'b00001101: y = 32'b00000000000010000000000000000000;
			8'b00001110: y = 32'b00000000000001000000000000000000;
			8'b00001111: y = 32'b00000000000000100000000000000000;
			8'b00010000: y = 32'b00000000000000010000000000000000;
			8'b00010001: y = 32'b00000000000000001000000000000000;
			8'b00010010: y = 32'b00000000000000000100000000000000;
			8'b00010011: y = 32'b00000000000000000010000000000000;
			8'b00010100: y = 32'b00000000000000000001000000000000;
			8'b00010101: y = 32'b00000000000000000000100000000000;
			8'b00010110: y = 32'b00000000000000000000010000000000;
			8'b00010111: y = 32'b00000000000000000000001000000000;
			8'b00011000: y = 32'b00000000000000000000000100000000;
			8'b00011001: y = 32'b00000000000000000000000010000000;
			8'b00011010: y = 32'b00000000000000000000000001000000;
			8'b00011011: y = 32'b00000000000000000000000000100000;
			8'b00011100: y = 32'b00000000000000000000000000010000;
			8'b00011101: y = 32'b00000000000000000000000000001000;
			8'b00011110: y = 32'b00000000000000000000000000000100;
			8'b00011111: y = 32'b00000000000000000000000000000010;
			8'b00100000: y = 32'b00000000000000000000000000000001;
		endcase
	end
endmodule
```

## config.mk

```make
export PLATFORM = sky130hd
export DESIGN_NAME = demultiplexSensor
export DESIGN_NICKNAME = demultiplexSensor
export VERILOG_FILES = /design/flow/design.v
export SDC_FILE = /design/flow/constraint.sdc
export NUM_CORES = 4
export LEC_CHECK = 1
export CORE_AREA = 10 10 108 108
export DIE_AREA = 0 0 118 118
```

## constraint.sdc

```tcl
current_design demultiplexSensor

set clk_period 9.5
set clk_io_pct 0.2

create_clock -name clk0 -period $clk_period [get_ports {clk}]

set non_clock_inputs [all_inputs -no_clocks]
set_input_delay [expr $clk_period * $clk_io_pct] -clock clk0 $non_clock_inputs
set_output_delay [expr $clk_period * $clk_io_pct] -clock clk0 [all_outputs]
```

==> deck_impl_summary.md <==
Implementation Results

Clock tree
  • CTS Hold Buffers Added: 0
  • CTS H-Tree Depth: 2
  • CTS Buffer Depth: 2
  • CTS Sinks: 32
  • Reg clk slew, reported paths: 0.06 ns
  • Postcts setup bufs: 0
  • Resize count post-CTS: 0
  • CTS tree: built
  • TritonCTS Buffers: 5
  • Clock Tree Root: clkbuf_8

Floorplan
  • Die Wd: 118 um
  • Core ar.: 9284 um2
  • Die area: 13920 um2
  • Floorplan utilization: between 15 and 20%
  • Num rows: 35
  • Ports: 41
  • Die Y: 118 um

Cells and area
  • Share of cells above drive strength 1: 10.24%
  • Area Overhead vs Synth: 40.58%
  • Fillers: 992
  • Most frequent cells in the layout: clkdlybuf4s50_1 (40), nor2_1 (33), edfxtp_1 (32)
  • Commonest Layout Cell: clkdlybuf4s50_1
  • Max reg flops: 32

Drt
  • Detailed Routing Iterations Pass 1: 4
  • # DRC: 0
  • Post-route ant nets: 0
  • DR WL/cell: 12.72 um
  • Antenna diodes: 0
  • DR vias: 1104
  • Initial DRC count: 85
  • Overall routed net length: 3.753 mm
  • Drt via density: 3.742

Final timing
  • RSZ-0062 raised after global routing: false
  • Final setup TNS: 0 ns
  • Pins Over Slew Limit: 0
  • Measured slew at the worst slew-check pin: 0.5246 ns
  • Slew HR: between 60% and 70%
  • Final tally of hold violations: 0
  • Final worst path period share: between 40% and 50%
  • Fmax: between 0.2 and 0.25 GHz
  • Period minus WS final: between 4 and 5 ns
  • Endpoints failing setup: 0

Synthesis
  • Yosys cell count: 125
  • Syn Std Cell Area: 1541 um2
  • Yosys warning total: 1
  • Synthesized area per cell: 12.33 um2
  • Synth async-reset ratio: 0%
  • Chip Area, Yosys: 1541 um2
  • Number of distinct library cells after synthesis: 36
  • Post-synthesis register bit count: 32
  • Top FF cell, synth: edfxtp_1
  • Seq share, synth: 62.34%
  • Number of enable flip-flop cells: 32
  • Syn Inst Count: 125

Critical path
  • Crit path launch type: input port
  • Crit path max fanout: 32
  • Setup crit end kind: flop
  • CP Data Required Time: 9.43 ns
  • Worst EP arrival: just over 4 ns
  • Crit Path Class: input port to flop

Pwr
  • Gate power share: roughly an eighth
  • Tot Pwr: 0.0003422 W
  • Sw Ratio: 20.17%
  • Int Pwr: 0.0002732 W
  • Sw power: 0.00006901 W
  • Leak pwr: 0.6298 nW
  • Register share of total power: a little over 50%
  • Worst VDD drop: slightly above 0.05 mV
  • PD cells: 157.9 nW/um2
  • Clk pwr share: 36.4%

Place
  • Port Buffer Count: 40
  • Placer congestion estimate: 0.7759
  • HPWL after DPL: 2.797 mm

Run
  • Tool warnings: 25
  • Max Cap Violations: 0

GRT
  • Initial antenna violation count: 0
  • Pin count of the biggest net entering global routing: 33
  • Vias in the first global route: 1157
  • Total GRT Usage: under 10%
  • Grt total ovfl: 0
  • First-pass GRT wire length: between 6 and 7 mm

Worst hold path
  • Worst hold path class: input port to flop

Run status
  • Run status: finished, final reports clean
[layout make-up]
type	instances	area [um2]	share of cell area, %
tap	129	161.4	7.448
clock inverter	2	35.03	1.617
inverter	2	7.507	0.3464
sequential	32	960.9	44.34
timing repair buffer	41	407.9	18.82
clock buffer	6	72.57	3.349
multi-input combinational	83	521.8	24.08
[power groups by stage]
stage	combinational [W]	sequential, W	clock [W]
after CTS	0.0000474	0.000173	0.000128
after global routing	0.0000506	0.000173	0.000136
final	0.0000457	0.000172	0.000124
[cell families (layout without fill, tap and decap cells)]
group,Yosys count,in the layout,share of synthesized area (%)
and+or+nand+nor,68,68,24.76
AOI/OAI and AO/OA,14,14,8.442
muxes,1,1,0.6494
buffers and inverters,10,51,3.815
DFF,32,32,62.34
[synth_stat cells, types with 2 or more instances]
library cell / number / area (um2)
nor2_1: 33 / 123.9
edfxtp_1: 32 / 960.9
nand2_1: 7 / 26.28
nor4b_1: 4 / 35.03
a211oi_1: 3 / 22.52
and2_1: 3 / 18.77
buf_4: 3 / 22.52
nand2b_1: 3 / 18.77
nor2b_1: 3 / 18.77
buf_2: 2 / 10.01
clkbuf_1: 2 / 7.510
inv_1: 2 / 7.510
nand2_2: 2 / 12.51
nand3_1: 2 / 10.01
nand3b_1: 2 / 15.01
o21ai_0: 2 / 10.01
[path summary, 6_finish.rpt]
path                   start     to  slack (ns)  cells past startpoint
worst max-delay path  End[5]  y[12]        5.33                      7
worst min-delay path  End[4]   y[0]        2.60                      2
[critical path, stage by stage]
cell and delay [ns]:
clkdlybuf4s50_1 0.60, nor4_4 0.59, nand2_1 0.22, nor2_1 0.13, a211oi_1 0.06, o211ai_1 0.18
buf_4 0.40
[layer usage]
metal  vias up  track usage (%)  wire [um]
met1       530            7.327       1718
li1        530                -          -
met2        42            8.497       1707
met4         0           0.4637          8
met5         -                0          0
met3         2            2.868        318
[through the flow]
step | util [%] | instances | hold WS (ns) | area, um2 | setup slack [ns]
floorplan | - | 125 | 2.160 | 1541 | 4.679
global placement | 22.18 | 287 | 2.653 | 2059 | 5.019
detailed placement | 22.18 | 287 | 2.659 | 2059 | 5.070
CTS | 23.34 | 295 | 2.592 | 2167 | 5.356
global route | 23.34 | 295 | 2.630 | 2167 | 5.111
finish | 23.34 | 295 | 2.598 | 2167 | 5.331
Power is estimated from default activity; no workload was simulated.
